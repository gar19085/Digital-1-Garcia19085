==> ./config.mk <==
export PLATFORM = sky130hd
export DESIGN_NAME = Ejer3
export DESIGN_NICKNAME = Ejer3
export VERILOG_FILES = /design/flow/design.v
export SDC_FILE = /design/flow/constraint.sdc
export NUM_CORES = 4
export LEC_CHECK = 1
export CORE_AREA = 10 10 70 70
export DIE_AREA = 0 0 80 80
==> ./constraint.sdc <==
current_design Ejer3

set clk_period 1.4
set clk_io_pct 0.2

create_clock -name clk0 -period $clk_period [get_ports {clk}]

set non_clock_inputs [all_inputs -no_clocks]
set_input_delay [expr $clk_period * $clk_io_pct] -clock clk0 $non_clock_inputs
set_output_delay [expr $clk_period * $clk_io_pct] -clock clk0 [all_outputs]
==> ./design.v <==
module FFD (input clk, reset, d,
            output reg q);
        always @ (posedge clk or posedge reset)begin
            if (reset) begin
                q <= 1'b0;
            end
            else begin
                q <= d;
            end
        end   
endmodule
module Ejer1(input A, B, CLK, RESET,
             output Y, output wire [1:0] SF2, S2);
        wire S0, S1, SF0, SF1;
        assign SF0 = (~S1 & ~S0 & A);
        assign SF1 = (~S1 & S0 & B) | (S1 & ~S0 & A & B);
        FFD F1(CLK, RESET, SF0, S0);
        FFD F2(CLK, RESET, SF1, S1);
        assign S2 = {S1, S0};
        assign SF2 = {SF1, SF0};
        assign Y = (S1 & ~S0 & A & B);
endmodule
module Ejer3(input A, clk, reset,
             output Y1, Y2, Y3, 
             output wire [2:0] SF3, S3);
    wire S0, S1, S2, SF0, SF1, SF2;
    assign SF0 = (S0 & ~S2 & ~A) | (S0 & S1 & A) | (S0 & ~S1 & S2) | (~S0 & S1 & S2 & ~A) | (~S0 & S1 & ~S2 & ~A);  
    assign SF1 = (S1 & ~S2 & ~A) | (~S1 & S2 & ~A) | (~S1 & ~S2 & A) | (S1 & S2 & A);
    assign SF2 = ~S2;
    FFD F0(clk, reset, SF0, S0);
    FFD F1(clk, reset, SF1, S1);
    FFD F2(clk, reset, SF2, S2);
    assign S3 = {S0, S1, S2};
    assign SF3 = {SF0, SF1, SF2};
    assign Y1 = S0; 
    assign Y2 = (S0 & ~S1) | (~S0 & S1);
    assign Y3 = (S1 & ~S2) | (~S1 & S2);
endmodule
==> ./run.sh <==
#!/bin/bash
# OpenROAD 26Q1-2900-gdf79404cd8, Yosys 0.63+post, stock flow scripts
make -C /OpenROAD-flow-scripts/flow DESIGN_CONFIG=/design/flow/config.mk WORK_HOME=/design/flow/orfs finish
==> metrics.cfg <==
[finish]
area.growth.synth_to_final_pct=94.2
utilization_pct=14.7
final_area_um2=500
post_route_cells_drive_above_1_share_pct=64.3

[clocking]
clock_latency_ns=0.23
clockRootBuffer=sky130_fd_sc_hd__clkbuf_4
numCtsBuffers=3
clk_transition_reported_paths_ns=0.03
clock_path_buffers=2
cts-htree-levels=1
cts.sink_count=3
tritoncts=yes

[die]
initial_core_util_pct=7.55
die_w_um=80
placeable_core_region_mm2=0.00342
floorplan.io_pins=12
core.rowCount=21
chip_area_mm2=0.00640
fp.dieH_um=80

[synth]
synth.ff_latch_count=3
syn-instance-count=27
ys_cells=27
ys_warn_count=1
syn-mean-instance-area_um2=9.55
mapped_cell_area_um2=258
synth.yosys.seq_area_share_pct=29.1
yosys-stat-area_um2=258
synth.distinct_cells=9

[sta]
final_period_minus_worst_setup_slack_ns=1.55
worst_clock_skew_ns=0.000313
max-slew-margin-rel_pct=82.1
tightest_slew_ns=0.269
rsz0062_at_grt=yes
setup_ws_ns=-0.154
timing.fmax_ghz=0.643
final_max_slew_viol_count=0
setup_viol=3
final_hold_viol_count=0
final_min_period_over_clock_period_pct=111

[drt]
drcViolationCount=0
number_of_vias_per_cell_after_detailed_routing=2.49
num_vias=219
remaining_antenna_violation_count=0
first_iter_violations=0
routedWlPerCell_um=9.02
detailedRoute.firstPassIterationCount=1
diodes_inserted=0
postRouteWirelength_um=794

[power]
p_leak_nw=0.223
irDropWorstVdd_v=0.000383
report.power.total_mw=0.468
power_density_mw_per_mm2=935

[worst_hold_path]
hold_path_class=in -> async

[worst_setup_path]
endpoint_kind=primary output
cp-start-kind=register
required_time_of_the_critical_path_ns=1.12
path_cells=ha_2 > a22oi_1 > o21ai_1 > buf_2
critPathKind=reg -> out
worst_path_cell_with_the_longest_stage_delay=sky130_fd_sc_hd__dfrtp_2
slowest_delay_ns=0.45
crit_fanout=5
crit_family=flip-flops
wp_data_arrival_ns=1.27
cp.buffers_inverters=1

[place]
place.detailed.hpwl_um=593
place_area_um2=418
portBuffers=11
globalplace.congestion=0.762

[run_status]
failed_checks=setup timing
outcome=finished, violations left

[grt]
grt_first_pass_wirelength_mm=1.21
grt_antenna_before_repair=0
grt_max_degree=6
grt_overflow=0
grt_pass1_vias=270
gr-usage-all-layers_pct=2.39

[flow_run]
drv_cap=0
log.warning_count=32

## cells by family after synthesis
kind of cell | synth area share (%)
flip-flops | 29.1
adder cells (fa/ha/maj) | 34.0
AND-OR/OR-AND | 8.74
buffers and inverters | 24.8
AND/OR/NAND/NOR | 3.39
## stage by stage
step	hold WS, ns	TNS [ns]	cells	setup WS [ns]
2_1_floorplan	0.0336	0	27	0.0954
3_3_place_gp	0.454	-1.24	83	-0.473
3_5_place_dp	0.457	-1.22	83	-0.448
4_1_cts	0.207	-0.387	88	-0.144
5_1_grt	0.215	-0.599	88	-0.258
6_report	0.212	-0.313	88	-0.154
## flip-flops by register name, summed over array words and instances (netlist names)
signal and flops:
F1.q 1, F2.q 1, F0.q 1
## cells in the mapped netlist (all sizes together)
| cell type | count | share of area (%) |
|---|---|---|
| a22oi | 1 | 2.9 |
| a21oi | 2 | 3.9 |
| nor2 | 1 | 1.5 |
| ha | 7 | 34 |
| inv | 5 | 7.3 |
| buf | 6 | 17 |
| o21ai | 1 | 1.9 |
| dfrtp | 3 | 29 |
| nor3 | 1 | 1.9 |
## report_power, final
group	internal, mW	switching [mW]	leakage, nW
combinational	0.117	0.0780	0.172
sequential	0.102	0.0213	0.0356
clock	0.107	0.0428	0.0150
total	0.326	0.142	0.223
## worst paths after layout
path                       start  endpoint  slack, ns  cells after the start
setup reg to reg            F1.q      F0.q       0.35                      3
hold reg to reg             F2.q      F2.q       0.63                      2
hold / removal             reset      F1.q       0.21                      2
max in group asynchronous  reset      F2.q       1.05                      2
min in group clk0              A      F1.q       0.43                      2
setup / recovery            F1.q    SF3[2]      -0.15                      4
## final cells by class
type,instances,area (um^2)
clock buffers,4,26.3
well taps,46,57.6
fillers,399,2920
multi-input cells,13,173
flip-flops and latches,3,77.6
repair buffers,17,145
inverters,5,21.3
## per-layer routing
layer	track usage (%)	up-vias	part of all wire, %
met5	0	-	0
met4	0.704	0	1.0
met2	2.97	12	34
li1	-	109	-
met1	3.73	96	60
met3	0.682	2	4.5
## cells in the final DEF, fill, tap and decap left out, drive strengths merged
cell type,n
dlygate4sd2,4
dfrtp,3
nor3,1
a22oi,1
o21ai,1
buf,10
inv,5
dlymetal6s2s,1
clkbuf,5
clkdlybuf4s50,1
ha,7
a21oi,2
nor2,1
## repair_timing
item                                   in CTS  in global routing
gates resized                              33                  8
setup endpoints to repair                   9                  4
hold buffers                                0                  0
setup buffers                               2                  0
pin swaps                                   5                  1
endpoints found under the hold margin       0                  0
No activity file was given, so power comes from the tool's default toggle rates.
