**design/flow/config.mk**
```make
export PLATFORM = sky130hd
export DESIGN_NAME = ALU
export DESIGN_NICKNAME = ALU
export VERILOG_FILES = /design/flow/design.v
export SDC_FILE = /design/flow/constraint.sdc
export NUM_CORES = 4
export LEC_CHECK = 1
export CORE_AREA = 10 10 72 72
export DIE_AREA = 0 0 82 82
```
**design/flow/constraint.sdc**
```tcl
current_design ALU

set clk_period 4.1
set clk_io_pct 0.2

create_clock -name clk0 -period $clk_period

set non_clock_inputs [all_inputs -no_clocks]
set_input_delay [expr $clk_period * $clk_io_pct] -clock clk0 $non_clock_inputs
set_output_delay [expr $clk_period * $clk_io_pct] -clock clk0 [all_outputs]
```
**design/flow/design.v**
```verilog
module  ALU(A, B, SEL, OUT);
    input   [3:0] A, B;
    input   [2:0] SEL;
    output  [3:0] OUT;  
    reg [3:0] OUT;
    always @ (*)
    begin
        case (SEL)
            3'b000:    OUT = A & B;   
            3'b001:    OUT = A | B;
            3'b010:    OUT = A + B;
            3'b011:    OUT = A & ~B;
            3'b100:    OUT = A | ~B;
            3'b101:    OUT = A - B;
            3'b110:    OUT = (A < B) ? 1:0;
            default:    OUT = A & B;
        endcase
    end    
endmodule    
```
**design/flow/run.sh**
```bash
#!/bin/bash
# OpenROAD 26Q1-2900-gdf79404cd8, Yosys 0.63+post, stock flow scripts
make -C /OpenROAD-flow-scripts/flow DESIGN_CONFIG=/design/flow/config.mk WORK_HOME=/design/flow/orfs finish
```
==> run_results.csv <==
group,metric,value,unit
routing,first_pass_iters,4,
timing,min_period,3.90,ns
finish,lay_top_cells,"15 x clkdlybuf4s50_1, 7 x nor2_1, 7 x ha_1",
setup_path,worstPathArrival,3.08,ns
global_routing,global_route.usage.met1,6.31,%
finish,lay_top_count,"clkdlybuf4s50_1",
clock_tree,hold_buffers,0,
job,warning_count,35,
routing,wl,1350,µm
timing,hold_viol,0,
finish,drive_above_1_share,7.32,%
timing,finalCritPeriodShare,95.0,%
synth,synthDistinctLibCells,34,
power,pwr-share-clk,0,%
global_routing,grt_pass1_vias,517,
min_path,min-delay-start,"A[2]",
finish,seq_cell_count,0,
timing,rsz0062_at_grt,"false",
synth,top_area_cell,"ha_1",
floorplanning,rows,22,
floorplanning,die_x,82,µm
synth,topCellsByArea,"ha_1 17%, fa_1 7.8%, nand3_1 5.9%",
placement,dp_hpwl,1110,µm
global_routing,grt_use_total,4.08,%
synth,netlist_area,512,µm²
finish,register_area,0,µm²
placement,gp_congestion,0.754,
power,net-switching-power,0.0345,mW
finish,combGateArea,454,µm²
finish,nFillCells,428,
setup_path,required,3.28,ns
setup_path,crit_path_max_fanout,4,
global_routing,grt_max_degree,17,
min_path,hold_path.class,"input pin to primary output",
finish,synthToLayoutAreaGrowth,37.2,%
finish,layoutNonFillerInstCount,130,
setup_path,crit_path_end_kind,"primary output",
synth,yosysWarnings,1,
placement,port_buffers,15,
synth,ys_seq_share,0,%
timing,setup_tns,0,ns
power,power_frac_seq,0,%
setup_path,crit_type,"input pin to primary output",
power,swShare,45.7,%
global_routing,met2_usage,6.27,%
global_routing,grt_overflow_total,0,
synth,syn_avg_cell_area,7.42,µm²
floorplanning,dieArea,6720,µm²
run_status,status,"finished clean",
routing,post_drt_via_cell_ratio,4.06,
finish,n_clock_buffer,0,
synth,synthCells,69,
job,maxCapViolCount,0,
routing,route.detailed.drc,0,
power,irDropWorstVdd,0.0000330,V
setup_path,crit_path_start_kind,"input pin",
power,leakage,0.279,nW
min_path,min_path_cells,4,
clock_tree,postCtsSetupRepairBufs,0,
routing,drt_iter0_markers,10,
clock_tree,postCtsResizedCells,0,
timing,setup_viol,0,
routing,dr_total_vias,528,
timing,slew_headroom,61.0,%
power,combPwrFrac,100.0,%
synth,netlist.area_leader.share,17.1,%
floorplanning,core-area,3690,µm²
routing,wl_per_cell,10.4,µm
power,powerDensity,108,nW/µm²
global_routing,grt_pass1_wl,2310,µm
min_path,holdPathEnd,"OUT[2]",
timing,slew_viol_final,0,
power,finalPower,0.0756,mW
floorplanning,initial_core_util,13.9,%
global_routing,globalRouteMet3Util,0.441,%
synth,ys_area,512,µm²
timing,tightest_slew,0.584,ns
placement,placed_cells,130,
power,p_int,0.0411,mW
global_routing,antenna_found_initial,0,
floorplanning,ios,15,
synth,ys_cells,69,
floorplanning,die_h,82,µm
routing,final_antenna_net_count,0,
global_routing,top_usage_layer,"met1",
routing,diodes,0,
timing,fmax,257,MHz
==> metrics by stage <==
stage	area [µm²]	worst slack, ns	util (%)	hold slack [ns]
2_1_floorplan	512	1.40	-	1.71
3_3_place_gp	702	0.181	19.0	2.69
3_5_place_dp	702	0.179	19.0	2.68
4_1_cts	702	0.169	19.0	2.70
5_1_grt	702	0.0327	19.0	2.76
6_report	702	0.205	19.0	2.68
==> kinds of logic (layout without fill, tap and decap cells) <==
group	after synthesis	in the layout	share of synthesized area, %
buffers and inverters	10	23	11.2
AOI/OAI and AO/OA	22	22	30.3
adders and majority gates	9	9	24.9
xor gates and xnor gates	3	3	5.14
and+or+nand+nor	24	24	26.4
muxes	1	1	1.96
==> worst max path at each step <==
stage         startpoint      to  cells past startpoint
CTS                 A[0]  OUT[0]                     10
global route        A[0]  OUT[0]                     10
finish              A[0]  OUT[0]                     10
==> power by group through the flow <==
| stage | Combinational, mW | Clock (mW) | Sequential (mW) |
|---|---|---|---|
| 4_1_cts | 0.0763 | 0 | 0 |
| 6_report | 0.0756 | 0 | 0 |
| 5_1_grt | 0.0862 | 0 | 0 |
==> synth_stat cells, types with 2 or more instances <==
library cell,number
inv_1,6
and3_1,2
fa_1,2
o21ai_1,4
nand3b_1,2
xnor2_1,2
nor2_1,7
buf_6,2
nor2b_1,2
nand3_1,6
a21oi_1,5
ha_1,7
==> metal layers <==
| metal | up-vias | routed length (µm) |
|---|---|---|
| met3 | 0 | 31 |
| met2 | 10 | 605 |
| met5 | - | 0 |
| met1 | 236 | 713 |
| met4 | 0 | 0 |
| li1 | 282 | - |
==> critical path, cell delays in order <==
cell and delay, ns:
clkdlybuf4s50_1 0.47, inv_1 0.08, ha_1 0.16, inv_1 0.06
fa_1 0.40, a21o_2 0.20, a21oi_1 0.14, a21oi_1 0.09
o21ai_1 0.17, clkdlybuf4s50_1 0.49
==> cell type report <==
cell class	count	share of cell area [%]
tap	48	8.56
inverter	6	3.21
multi-input combinational	59	64.7
timing repair buffer	17	23.5
Power and IR drop assume default switching activity.
